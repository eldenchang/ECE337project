## /design/flow/config.mk

```make
export PLATFORM = sky130hd
export DESIGN_NAME = controller
export DESIGN_NICKNAME = controller
export VERILOG_FILES = /design/flow/design.v
export SDC_FILE = /design/flow/constraint.sdc
export NUM_CORES = 4
export LEC_CHECK = 1
export CORE_AREA = 10 10 70 70
export DIE_AREA = 0 0 80 80
```

## /design/flow/design.v

```verilog
module controller(
	input wire clk,
	input wire n_rst,
	input wire start,  
	input wire data_received,  
	input wire data_type,  
	input wire chg_key_done,  
	input wire pipeline_full,  
	input wire data_output,  
	output reg tx_enable,  
	output reg rx_enable,  
	output reg load_key,  
	output reg aes_enable,  
	output reg ahb_mode,  
	output reg done_chg_key  
	);
	typedef enum bit [2:0]{IDLE, START, CHG_KEY, ENCRYP_AND_FETCH, WAIT_ENCRYP, ENCRYP_AND_WRITE, ERROR} stateType;
	stateType state;
	stateType n_state;
	always_ff @(posedge clk or negedge n_rst) begin
		if(~n_rst) begin
			state <= IDLE;
		end else begin
			state <= n_state;
		end
	end
	always_comb begin
		n_state = state;
		case(state)
			IDLE: n_state = start ? START : IDLE;
			START: begin
				if(data_type == 0) begin
					n_state = data_received ? CHG_KEY : ERROR;
				end
				else if(data_type == 1) begin
						n_state = data_received ? ENCRYP_AND_FETCH : ERROR;
				end
			end
			CHG_KEY: n_state = chg_key_done ? IDLE : CHG_KEY;
			ENCRYP_AND_FETCH: begin
				if(data_type == 1 && data_received) begin
					if (!data_output) begin
						n_state = pipeline_full ? WAIT_ENCRYP : ENCRYP_AND_FETCH;
					end
					else begin
						n_state = ENCRYP_AND_WRITE;
					end
				end
				else begin
					n_state = ERROR;
				end
			end
			WAIT_ENCRYP: n_state = data_output ? ENCRYP_AND_WRITE : WAIT_ENCRYP;
			ENCRYP_AND_WRITE: n_state = pipeline_full ? ENCRYP_AND_WRITE : ENCRYP_AND_FETCH;
			ERROR: n_state = start ? IDLE :ERROR;
		endcase  
	end
	always_comb begin
		rx_enable = 0;
		tx_enable = 0;
		load_key = 0;
		aes_enable = 0;
		ahb_mode = 0;
		done_chg_key = 0;
		case(state)
			START: begin
				rx_enable = 1;
			end
			CHG_KEY: begin 
				rx_enable = 1;
				load_key = 1;
			end
			ENCRYP_AND_FETCH: begin 
				rx_enable = 1;
				aes_enable = 1;
			end
			ENCRYP_AND_WRITE: begin
				tx_enable = 1;
				aes_enable = 1;
			end
			WAIT_ENCRYP: aes_enable = 1;
		endcase  
	end
endmodule  
```

## /design/flow/constraint.sdc

```tcl
current_design controller

set clk_period 1.8
set clk_io_pct 0.2

create_clock -name clk0 -period $clk_period [get_ports {clk}]

set non_clock_inputs [all_inputs -no_clocks]
set_input_delay [expr $clk_period * $clk_io_pct] -clock clk0 $non_clock_inputs
set_output_delay [expr $clk_period * $clk_io_pct] -clock clk0 [all_outputs]
```

## /design/flow/run.sh

```bash
#!/bin/bash
# OpenROAD 26Q1-2900-gdf79404cd8, Yosys 0.63+post, stock flow scripts
make -C /OpenROAD-flow-scripts/flow DESIGN_CONFIG=/design/flow/config.mk WORK_HOME=/design/flow/orfs finish
```

==> reports/metrics.csv <==
stage,metric,value,unit
placed_design,gp_congestion,0.710,
floorplanning,dieArea,6400,um2
floorplanning,rows,21,
final_layout,design_area,528,um2
placed_design,dpl-instance-area,485,um2
synth,synthDistinctLibCells,18,
final_timing,setup_ws,184,ps
route,wl_per_cell,8.40,um
clock_network,clk_pin_slew,50,ps
synth,synthCells,33,
setup_path,end_kind,output pin,
synth,syn_area,329,um2
final_layout,reg.largest.list,state: 7 flops,
setup_path,critPathLaunchType,register,
final_timing,period_needed,1620,ps
global_routing,grt_pass1_vias,296,
final_timing,period_used_share,89.8,%
final_layout,regMostFlops,state,
job,openroad.warnings,25,
status,status,completed,
final_timing,skew,0.983,ps
floorplanning,die_h,80,um
global_routing,grt_pass1_wl,1.35,mm
route,diodes,0,
floorplanning,die_x,80,um
power,power,0.372,mW
clock_network,h-tree-depth,1,
route,route.detailed.drc,0,
route,via_count,275,
floorplanning,coreArea,3420,um2
final_timing,drv_slew,0,
clock_network,cts_buffer_depth,2,
final_timing,timing.final.hold_violations,0,
placed_design,io_buffers,11,
clock_network,clock-sinks,7,
final_layout,num-fill-cells,389,
synth,ys_cells,33,
placed_design,dpl_worst_slack,237,ps
global_routing,track_usage,2.70,%
final_layout,fin_util,15.5,%
final_timing,final-setup-viol-count,0,
placed_design,hpwl,687,um
setup_path,rrSetupSlack,760,ps
setup_path,worstSetupPathType,reg -> out,
clock_network,cts_buffers,3,
route,vias_per_cell,2.89,
final_timing,rsz0062_at_grt,false,
final_layout,layout.cells.most_common_list,"clkdlybuf4s50_1, dfrtp_1, o21ai_0",
synth,yosysChipArea,329,um2
setup_path,arrival,1260,ps
clock_network,cts_tree,built,
synth,ys_seq_share,53.6,%
final_timing,fmax,619,MHz
final_layout,final_common_cell,clkdlybuf4s50_1,
synth,ys.flops,7,
final_layout,drive_gt1_share,18.4,%
global_routing,grt_max_degree,8,
final_timing,tns,0,ps
power,ir_drop,0.000106,V
final_layout,fin_cells,95,
clock_network,clk_latency,240,ps
global_routing,grt.overflow.total,0,
route,drt-total-wl,798,um
floorplanning,io_pins,14,
synth,syn_avg_cell_area,9.97,um2
placed_design,post-place-cells,89,
job,drv_cap,0,
power,p_leak,0.247,nW
floorplanning,initCoreUtil,9.63,%
final_layout,syn_to_final_growth,60.5,%
synth,yosys_warnings,1,
clock_network,root_buffer,clkbuf_4,
final_timing,holdWs,369,ps
setup_path,cp_slowest_stage_delay,380,ps
setup_path,worstPathRequired,1440,ps
route,drt-initial-drc-count,9,
global_routing,antenna_found_initial,0,
final_layout,largest_register_ffs,7,
clock_network,hold_buffers,0,
power,p_per_area,705,nW/um2
route,antenna_left,0,
setup_path,path_cells,or3_1 -> dlygate4sd2_1,
setup_path,slowest_stage,dfrtp_1,
worst_hold_path,worstHoldPathType,in -> async,
setup_path,path_max_fanout,3,
route,drtPass1Iterations,3,
## cell type report
class	instances	area, um2	area share, %
timing repair buffer	13	126	23.9
clock buffer	4	26.3	4.98
multi-input combinational	22	130	24.6
tap	46	57.6	10.9
inverter	3	11.3	2.13
sequential	7	176	33.4
## what timing repair did
action,in CTS,in global routing
endpoints found under the hold margin,0,0
cloned,0,0
gates resized,1,1
buffers inserted,2,0
setup endpoints to repair,1,1
## synth_stat cells (all sizes together)
| library cell | n | area share (%) |
|---|---|---|
| a21oi | 2 | 4.2 |
| a221o | 1 | 3.0 |
| and2 | 1 | 1.9 |
| and3 | 1 | 3.4 |
| buf | 2 | 4.6 |
| conb | 1 | 1.1 |
| dfrtp | 6 | 46 |
| dfstp | 1 | 8.0 |
| inv | 3 | 3.4 |
| nand2 | 3 | 3.4 |
| nand3 | 1 | 1.5 |
| nand3b | 1 | 2.3 |
| nor2 | 1 | 1.1 |
| nor2b | 2 | 3.8 |
| o21ai | 5 | 8.7 |
| or3 | 2 | 3.8 |
## cell families (layout without fill, tap and decap cells)
family,Yosys count,count (layout),synth area share (%)
AND/OR/NAND/NOR,12,12,21.3
AND-OR/OR-AND,8,8,16.0
flip-flops,7,7,53.6
buffers and inverters,5,20,7.98
other,1,2,1.14
## worst max-delay path, delay by kind of cell, from the launching register on
family	cells	cell delay, ps
buffers and inverters	1	260
flip-flops	1	380
AND/OR/NAND/NOR	1	380
## metal layers
layer,GRT usage (%),part of all wire (%),up-vias
li1,-,-,140
met1,2.83,39,128
met2,4.41,53,5
met3,1.48,6.1,2
met4,1.06,1.8,0
met5,0,0,-
## worst paths after layout
| check | depth (start not counted) | to | from |
|---|---|---|---|
| setup / recovery | 2 | rx_enable | state[6] |
| hold / removal | 1 | state[1] | n_rst |
| setup reg to reg | 4 | state[5] | state[6] |
| hold reg to reg | 2 | state[1] | state[1] |
| max in group asynchronous | 1 | state[0] | n_rst |
| min in group clk0 | 2 | state[1] | state[1] |
## report_power, final
part	leakage (nW)	internal, mW	switching (mW)
registers	0.0932	0.173	0.00670
clock network	0.0150	0.0840	0.0490
logic	0.138	0.0384	0.0210
total	0.247	0.296	0.0767
Power figures rest on the tool's default switching activity, not on a simulated workload.
