**/design/flow/run.sh**
```bash
#!/bin/bash
# OpenROAD 26Q1-2900-gdf79404cd8, Yosys 0.63+post, stock flow scripts
make -C /OpenROAD-flow-scripts/flow DESIGN_CONFIG=/design/flow/config.mk WORK_HOME=/design/flow/orfs finish
```
**/design/flow/config.mk**
```make
export PLATFORM = sky130hd
export DESIGN_NAME = AddRoundKeys
export DESIGN_NICKNAME = AddRoundKeys
export VERILOG_FILES = /design/flow/design.v
export SDC_FILE = /design/flow/constraint.sdc
export NUM_CORES = 4
export LEC_CHECK = 1
export CORE_AREA = 10 10 199 199
export DIE_AREA = 0 0 209 209
```
**/design/flow/constraint.sdc**
```tcl
current_design AddRoundKeys

set clk_period 1.0
set clk_io_pct 0.2

create_clock -name clk0 -period $clk_period [get_ports {clk}]

set non_clock_inputs [all_inputs -no_clocks]
set_input_delay [expr $clk_period * $clk_io_pct] -clock clk0 $non_clock_inputs
set_output_delay [expr $clk_period * $clk_io_pct] -clock clk0 [all_outputs]
```
**/design/flow/design.v**
```verilog
module AddRoundKeys
(
	input wire clk,
	input wire n_rst,
	input wire enable,
	input wire [131:0] data_in,
	input wire [127:0] key_in,
	output wire [131:0] data_out
);
reg [3:0] header;  
reg [131:0] ff_d, ff_q;  
assign header = data_in[131:128];
assign data_out = ff_q;
always_ff @(posedge clk, negedge n_rst)
begin: OUTPUT_FF
	if (n_rst == 0)
	begin
		ff_q <= '0;
	end
	else
	begin
		ff_q <= ff_d;
	end
end
always_comb
begin: OUTPUT_LOGIC
	if (header != 0 && enable == 1)
	begin
		ff_d[127:0] = key_in ^ data_in[127:0];
		ff_d[131:128] = header;
	end
	else
	begin
		ff_d = ff_q;
	end
end
endmodule
```
==> ci_impl_report.md <==
### Metrics collected by this job

| Metric | Value |
|---|---|
| Gr ovfl total | 0 |
| Core area | 0.03540 mm2 |
| Detail Route Antenna Nets | 0 |
| Residual DRC | 0 |
| Netlist Area Pre-Place | roughly 0.0061 mm2 |
| Synth Area in Compound Gates | 0.7613% |
| Tmin final | 1266 ps |
| Largest logic family | multiplexers |
| Via density | 3.564 |
| Endpoint class of the critical path | flip-flop |
| Crit path DAT | 1560 ps |
| Clock Sinks | 132 |
| Cell Type Count | 10 |
| Share of cells above drive strength 1 | between 40% and 50% |
| Post-Synthesis Cells | 408 |
| Largest net degree at the start of global routing | around 45 |
| # setup viols final | about 260 |
| Top cells, area | dfrtp_1, mux2_1, xor2_1 |
| Cell type with the largest total area after synthesis | dfrtp_1 |
| Max-area cell share | between 50 and 60% |
| Top FF cell, synth | dfrtp_1 |
| Clk buf depth | 2 |
| Peak VDD IR | 1.067 mV |
| Adder share | 0% |
| CP Max Fanout | 5 |
| Total CTS buffers | 17 |
| Relative slew slack | 61.98% |
| Pre-Repair DR Iteration Count | 4 |
| HPWL after DPL | roughly 17000 um |
| Crit path kind | primary input to flip-flop |
| Unrepaired setup endpoints after global routing | yes |
| Pwr/cell area | 1486 mW/mm2 |
| Leakage Power | 0.005625 uW |
| Register with the most flip-flops | ff_q |
| Rows | 69 |
| Hold path startpoint | data_in[128] |
| Xor+xnor area frac | around 18% |
| Startpoint types | primary input |
| Worst R2R Start | ff_q[21] |
| H-tree levels | 4 |
| Part of the cycle the worst path needs | 126.6% |
| Setup TNS | -44300 ps |
| Slew Limit Fails | 0 |
| First-pass GRT wire length | 34920 um |
| Chip area | 0.04368 mm2 |
| Most common cell in the synthesized netlist | dfrtp_1 |
| CTS root buffer | clkbuf_16 |
| Clk_skew | 0 ps |
| Total Routed Length | roughly 24000 um |
| Max-cap check violation count | 0 |
| Gr usage total | between 10% and 20% |
| Outcome | complete, but fails checks |
| CP required | 1290 ps |
| Synth-to-Final Area Change | 98.25% |
| Total tool warning count | 28 |
| Routed wire per std cell | 17.73 um |
| Die Ht | 209 um |
| Core Util, Final | 34.06% |
| Initial antenna violation count | 1 |
| Avg Inst Size Synth | around 15 um2 |
| Yosys stat cell total | slightly above 400 |
| Worst slew pin tran | 570.2 ps |
| Basic Gates by Area | 0% |
| Final Power | about 18000 uW |
| Via count | 4918 |
| Largest regs | ff_q (132) |
| Critical path origin | data_in[130] |
| Failing checks | setup timing |
| Synth Register Bits | 132 |
| Number of enable flip-flop cells | 0 |
| Fmax | 0.7901 GHz |
| # IOs | roughly 400 |
| Max reg flops | roughly 130 |
| Vias in the first global route | 5426 |
| FP Core Util | 17.18% |
| Top cells by count, synth | dfrtp_1, xor2_1, mux2_1, mux2_4, buf_2 |
| Post-route setup slack | -265.6 ps |
| Die outline width | 209 um |
| Ys async rst share | about 100% |
| Clk slew on worst S/H paths | 60 ps |
| CTS tree | built |
| Insertion Delay late pin | 420 ps |
| YS chip area | 0.006081 mm2 |
| Port-buffer cells | ~390 |
| Worst hold path class | primary input to flip-flop |
| Final Hold Violating Endpoints | 0 |
| GPL Wtd Cong | 0.7443 |
| Mux cell area share | 25.12% |
| Synth warnings | 2 |
| Post-synth seq share | 54.32% |
| DR iter-0 viols | around 140 |
[final cells by class]
cell class	count	area (um2)
sequential	132	3303
fill	3487	23340
tap	461	576.8
timing repair buffer	493	4501
antenna	1	2.502
clock buffer	22	464.2
multi-input combinational	262	3103
clock inverter	9	105.1
[where the power goes]
group          total [uW]  switching (uW)  internal, uW
clock network        6120            2350          3770
logic                5170            1540          3630
registers            6630             416          6210
total               17900            4300         13600
[worst max-delay path, cell delays in order]
cell,delay (ps)
buf_6,90
o41a_4,560
clkbuf_16,220
buf_16,160
mux2_4,300
[path summary, 6_finish.rpt]
check	slack [ps]	cells after the start	end
max	-270	5	ff_q[19]
min	140	3	ff_q[128]
max reg2reg	10	3	ff_q[21]
min reg2reg	500	1	ff_q[131]
max in group asynchronous	240	5	ff_q[35]
min in group asynchronous	440	5	ff_q[115]
[layer usage]
layer	part of all wire, %	vias to the layer above	global-route usage, %
met4	0.72	0	0.7442
li1	-	2387	-
met1	42	2302	13.28
met2	49	219	17.39
met3	7.9	10	3.885
met5	0	-	0
[per-stage QoR]
stage                     std cells  worst slack [ps]  instance area [um2]  hold slack [ps]
after global placement         1263            -968.4                10700            96.16
after CTS                      1329            -349.1                11470            140.2
after global routing           1379            -248.0                12050            120.5
final                          1380            -265.6                12060            138.0
after floorplan                 408            -363.9                 6186           -95.59
after detailed placement       1263            -989.0                10700            97.83
[placed cells by master, fill, tap and decap left out]
| cell | instances |
|---|---|
| dfrtp_1 | 132 |
| bufinv_16 | 2 |
| dlygate4sd3_1 | 1 |
| clkbuf_8 | 2 |
| mux2_2 | 8 |
| diode_2 | 1 |
| a22o_1 | 3 |
| xor2_1 | 128 |
| buf_6 | 4 |
| clkbuf_1 | 3 |
| buf_4 | 70 |
| o41a_4 | 1 |
| o41ai_4 | 1 |
| dlymetal6s4s_1 | 1 |
| clkinvlp_4 | 4 |
| mux2_4 | 121 |
| clkinv_2 | 3 |
| clkdlybuf4s50_1 | 256 |
| clkbuf_16 | 22 |
| buf_2 | 133 |
| dlygate4sd2_1 | 1 |
| buf_12 | 8 |
| buf_16 | 14 |
[kinds of logic (layout without fill, tap and decap cells)]
family	after synthesis	after routing
flops	132	132
mux	129	129
xor+xnor	128	128
buf+inv	14	524
compound gates	5	5
other cells	0	1
[timing repair]
action,CTS,global route
hold buffers,5,1
endpoints found under the setup margin,264,392
pin swaps,1,1
setup buffers,16,47
resized,550,44
endpoints found under the hold margin,121,14
gates cloned,14,5
No activity file was given, so power comes from the tool's default toggle rates.
